File: run.sh
#!/bin/bash
# OpenROAD 26Q1-2900-gdf79404cd8, Yosys 0.63+post, stock flow scripts
make -C /OpenROAD-flow-scripts/flow DESIGN_CONFIG=/design/flow/config.mk WORK_HOME=/design/flow/orfs finish
File: config.mk
export PLATFORM = sky130hd
export DESIGN_NAME = ALU
export DESIGN_NICKNAME = ALU
export VERILOG_FILES = /design/flow/design.v
export SDC_FILE = /design/flow/constraint.sdc
export NUM_CORES = 4
export LEC_CHECK = 1
export CORE_UTILIZATION = 40
File: constraint.sdc
current_design ALU

set clk_period 37.1
set clk_io_pct 0.2

create_clock -name clk0 -period $clk_period

set non_clock_inputs [all_inputs -no_clocks]
set_input_delay [expr $clk_period * $clk_io_pct] -clock clk0 $non_clock_inputs
set_output_delay [expr $clk_period * $clk_io_pct] -clock clk0 [all_outputs]
File: design.v
`timescale 1ns / 1ps
module ALU
(
    input wire signed [31:0] A,
    input wire signed [31:0] B,
    input wire [3:0] ALUop,
    output reg signed [31:0] ALUout
);
wire [31:0] fp_add_out;
wire [31:0] fp_sub_out;
fp_adder fp_add (
    .a(A),
    .b(B),
    .result(fp_add_out)
);
fp_subtractor fp_sub (
    .a(A),
    .b(B),
    .result(fp_sub_out)
);
function [1:0] fp_compare;
    input [31:0] a, b;
    begin
        if ((a[30:23] == 8'hFF && a[22:0] != 0) || (b[30:23] == 8'hFF && b[22:0] != 0)) begin
            fp_compare = 2'b11; 
        end
        else if (a[30:0] == 0 && b[30:0] == 0) begin
            fp_compare = 2'b00; 
        end
        else if (a[31] && !b[31]) begin
            fp_compare = 2'b01;  
        end
        else if (!a[31] && b[31]) begin
            fp_compare = 2'b10;  
        end
        else if (!a[31]) begin  
            if (a[30:23] < b[30:23] || 
                (a[30:23] == b[30:23] && a[22:0] < b[22:0])) begin
                fp_compare = 2'b01;  
            end
            else if (a[30:23] == b[30:23] && a[22:0] == b[22:0]) begin
                fp_compare = 2'b00;  
            end
            else begin
                fp_compare = 2'b10;  
            end
        end
        else begin  
            if (a[30:23] > b[30:23] || 
                (a[30:23] == b[30:23] && a[22:0] > b[22:0])) begin
                fp_compare = 2'b01;  
            end
            else if (a[30:23] == b[30:23] && a[22:0] == b[22:0]) begin
                fp_compare = 2'b00;  
            end
            else begin
                fp_compare = 2'b10;  
            end
        end
    end
endfunction
always @(ALUop,A,B)
begin
    case(ALUop)
        4'b0000: ALUout = 32'b0;
        4'b0001: ALUout = A+B;
        4'b0010: ALUout = A-B;
        4'b0011: ALUout = A&B;
        4'b0100: ALUout = A|B;
        4'b0101: ALUout = A<<B;
        4'b0110: ALUout = A>>B;
        4'b0111: ALUout = (A==B);
        4'b1000: ALUout = (A<B);
        4'b1001: ALUout = (A>B);
        4'b1100: ALUout = fp_add_out;  
        4'b1101: ALUout = fp_sub_out;  
        4'b1110: begin  
    ALUout = (fp_compare(A, B) == 2'b01) ? 32'b1 : 32'b0;
end
4'b1111: begin  
    ALUout = (fp_compare(A, B) == 2'b00 ? 32'b1 : 32'b0);
end
        default : ALUout = 32'b0;
    endcase
end
endmodule
`timescale 1ns/1ps
module fp_adder (
    input wire [31:0] a , input [31:0] b , output reg[31:0] result
);
    reg signa , signb;
    reg [7:0] exponenta, exponentb ;
    reg [7:0] diff;
    reg [24:0] ruffa , ruffb;
  reg[24:0] ans;
  reg[24:0] manta, mantb ;
    reg into;
    always @(a or b) begin
      into = 0;
        signa = a[31]; signb = b[31];
        exponenta = a[31:23]; exponentb = b[31:23];
        manta = {1'b1, a[22:0]}; mantb = {1'b1, b[22:0]};
        if(signa == signb) begin
            if(exponenta > exponentb) begin
                diff = exponenta - exponentb;
                ruffb = mantb >> diff;
                ans = ruffb + manta;
              if(ans[24] == 1) begin
                    ans = ans >> 1;
                    exponenta = exponenta + 1;
                end
                else begin
                    ans = ans;
                end
                result = {signa , exponenta , ans[22:0]};
            end
            else begin
                diff = exponentb - exponenta;
                ruffa = manta >> diff;
                ans = ruffa + mantb;
              if(ans[24] == 1) begin
                    ans = ans >> 1;
                    exponentb = exponentb + 1;
                end
                else begin
                    ans = ans;
                end
                result = {signb, exponentb , ans[22:0]};
            end
        end
        else begin
            if(a[30:0] > b[30:0]) begin
                diff = exponenta - exponentb;
                ruffb = mantb >> diff;
                manta = manta - ruffb;
              if(manta[22] == 1) begin
                exponenta = exponenta - 1;
                manta = manta << 1;
              end 
              else if(manta[21] == 1) begin
                exponenta = exponenta - 2;
                manta = manta << 2;
              end
              else if(manta[20] == 1) begin
                exponenta = exponenta - 3;
                manta = manta << 3;
              end
              else if(manta[19] == 1) begin
                exponenta = exponenta - 4;
                manta = manta << 4;
              end
              else if(manta[18] == 1) begin
                exponenta = exponenta - 5;
                manta = manta << 5;
              end
              else if(manta[17] == 1) begin
                exponenta = exponenta - 6;
                manta = manta << 6;
              end
              else if(manta[16] == 1) begin
                exponenta = exponenta - 7;
                manta = manta << 7;
              end
              else if(manta[15] == 1) begin
                exponenta = exponenta - 8;
                manta = manta << 8;
              end
              else if(manta[14] == 1) begin
                exponenta = exponenta - 9;
                manta = manta << 9;
              end
              else if(manta[13] == 1) begin
                exponenta = exponenta - 10;
                manta = manta << 10;
              end
              else if(manta[12] == 1) begin
                exponenta = exponenta - 11;
                manta = manta << 11;
              end
              else if(manta[11] == 1) begin
                exponenta = exponenta - 12;
                manta = manta << 12;
              end
              else if(manta[10] == 1) begin
                exponenta = exponenta - 13;
                manta = manta << 13;
              end
              else if(manta[9] == 1) begin
                exponenta = exponenta - 14;
                manta = manta << 14;
              end
              else if(manta[8] == 1) begin
                exponenta = exponenta - 15;
                manta = manta << 15;
              end
              else if(manta[7] == 1) begin
                exponenta = exponenta - 16;
                manta = manta << 16;
              end
              else if(manta[6] == 1) begin
                exponenta = exponenta - 17;
                manta = manta << 17;
              end
              else if(manta[5] == 1) begin
                exponenta = exponenta - 18;
                manta = manta << 18;
              end
              else if(manta[4] == 1) begin
                exponenta = exponenta - 19;
                manta = manta << 19;
              end
              else if(manta[3] == 1) begin
                exponenta = exponenta - 20;
                manta = manta << 20;
              end
              else if(manta[2] == 1) begin
                exponenta = exponenta - 21;
                manta = manta << 21;
              end
              else if(manta[1] == 1) begin
                exponenta = exponenta - 22;
                manta = manta << 22;
              end
              else if(manta[0] == 1) begin
                exponenta = exponenta - 23;
                manta = manta << 23;
              end
              else begin
                exponenta = exponenta;
                manta = manta;
              end
              result = {signa , exponenta , manta[22:0]};
            end 
            else begin
                diff = exponentb - exponenta;
                ruffb = manta >> diff;
                manta = mantb - ruffb;
                exponenta = exponentb;
                if(manta[22] == 1) begin
                exponenta = exponenta - 1;
                manta = manta << 1;
              end 
              else if(manta[21] == 1) begin
                exponenta = exponenta - 2;
                manta = manta << 2;
              end
              else if(manta[20] == 1) begin
                exponenta = exponenta - 3;
                manta = manta << 3;
              end
              else if(manta[19] == 1) begin
                exponenta = exponenta - 4;
                manta = manta << 4;
              end
              else if(manta[18] == 1) begin
                exponenta = exponenta - 5;
                manta = manta << 5;
              end
              else if(manta[17] == 1) begin
                exponenta = exponenta - 6;
                manta = manta << 6;
              end
              else if(manta[16] == 1) begin
                exponenta = exponenta - 7;
                manta = manta << 7;
              end
              else if(manta[15] == 1) begin
                exponenta = exponenta - 8;
                manta = manta << 8;
              end
              else if(manta[14] == 1) begin
                exponenta = exponenta - 9;
                manta = manta << 9;
              end
              else if(manta[13] == 1) begin
                exponenta = exponenta - 10;
                manta = manta << 10;
              end
              else if(manta[12] == 1) begin
                exponenta = exponenta - 11;
                manta = manta << 11;
              end
              else if(manta[11] == 1) begin
                exponenta = exponenta - 12;
                manta = manta << 12;
              end
              else if(manta[10] == 1) begin
                exponenta = exponenta - 13;
                manta = manta << 13;
              end
              else if(manta[9] == 1) begin
                exponenta = exponenta - 14;
                manta = manta << 14;
              end
              else if(manta[8] == 1) begin
                exponenta = exponenta - 15;
                manta = manta << 15;
              end
              else if(manta[7] == 1) begin
                exponenta = exponenta - 16;
                manta = manta << 16;
              end
              else if(manta[6] == 1) begin
                exponenta = exponenta - 17;
                manta = manta << 17;
              end
              else if(manta[5] == 1) begin
                exponenta = exponenta - 18;
                manta = manta << 18;
              end
              else if(manta[4] == 1) begin
                exponenta = exponenta - 19;
                manta = manta << 19;
              end
              else if(manta[3] == 1) begin
                exponenta = exponenta - 20;
                manta = manta << 20;
              end
              else if(manta[2] == 1) begin
                exponenta = exponenta - 21;
                manta = manta << 21;
              end
              else if(manta[1] == 1) begin
                exponenta = exponenta - 22;
                manta = manta << 22;
              end
              else if(manta[0] == 1) begin
                exponenta = exponenta - 23;
                manta = manta << 23;
              end
              else begin
                exponenta = exponenta;
                manta = manta;
              end
                result = {signb , exponenta , manta[22:0]};
            end
        end
    end
endmodule
`timescale 1ns / 1ps
module fp_subtractor (
    input [31:0] a,
    input [31:0] b,
    output wire [31:0] result
);
    wire [31:0] neg_b = {~b[31], b[30:0]};
    fp_adder add_inst (
        .a(a),
        .b(neg_b),
        .result(result)
    );
endmodule
==> Flow_metrics.wiki <==
== Flow metrics ==
{| class="wikitable"
! Metric !! Value
|-
| Status || finished, final reports clean
|-
| ANT nets after route || 0
|-
| Die outline width || 258 um
|-
| Number of max-capacitance violations reported || 0
|-
| Reg area || 0 um2
|-
| Number of cells on the worst hold path || 5
|-
| Crit path setup slack, layout || 10.29 ns
|-
| Crit path DRT || 29.68 ns
|-
| Hold Fails Final Rpt || 0
|-
| Fraction of final layout cells sized beyond drive strength 1 || 8.54%
|-
| Global routing's busiest layer || met2
|-
| Power spent charging and discharging nets || 0.000882 W
|-
| Final critical-path required period || 26.81 ns
|-
| DRT Wirelength || 168000 um
|-
| Num rows || 93
|-
| Post-CTS setup buffer count || 0
|-
| Fraction of power spent switching nets || 70.6%
|-
| Post-synth top area cell || ha_1
|-
| Highest Clock Rate || 37.3 MHz
|-
| Commonest cells after routing, fill and taps aside || 432 x a21oi_1, 421 x nor2_1, 394 x nand2_1
|-
| Total via count after detailed routing || 36000
|-
| HPWL after DPL || 128000 um
|-
| Tool warnings || 185
|-
| Cell leakage power || 11.0 nW
|-
| Dpl cells || 4965
|-
| Number of global-route vias before repair || 32700
|-
| Number of detailed-routing iterations run before antenna repair || 7
|-
| Post-route standard cell area excluding fillers || 0.0286 mm2
|-
| Worst supply voltage drop on vdd || 0.0881 mV
|-
| Final-report max-slew violation count || 0
|-
| Main area contributors || ha_1 11%, a21oi_1 8.2%, o21ai_0 6.9%, nor2_1 6.0%, nand2_1 5.6%
|-
| DP Worst Slack || 10.85 ns
|-
| Final period util || 72.3%
|-
| Worst setup path category || input pin to output pin
|-
| Placer congestion estimate || 1.16
|-
| Post-detailed-route DRC marker count || 0
|-
| Worst hold start || B[23]
|-
| Final-report setup violation count || 0
|-
| GR met1 Demand/Resource || 66.8%
|-
| Yosys Instances || 4196
|-
| Worst endpoint data arrival time || 19.39 ns
|-
| Worst relative slew slack || 26.3%
|-
| Max Fanout on Critical Path || 40
|-
| Final sequential cell count || 0
|-
| Int Power || 0.000367 W
|-
| Met3 demand-to-capacity share in global routing || 18.0%
|-
| Hold Path Sink || ALUout[23]
|-
| Total cell area reported by yosys after synthesis || 0.0262 mm2
|-
| Gate Count Post-Synth || 4196
|-
| Sequential fraction of the synthesis area || 0%
|-
| Initial Util || 40.6%
|-
| Most common logic cell in the routed design || a21oi_1
|-
| Remaining global-route overflow || 0
|-
| Die span in y || 258 um
|-
| Mean instance size in the synthesized netlist || 6.25 um2
|-
| Combined global-route utilization of all metal layers || 50.0%
|-
| Startpoint kind of the worst setup timing path || input pin
|-
| Hold bufs inserted after CTS || 0
|-
| Mean routed wirelength per cell || 33.8 um
|-
| Syn-to-layout area delta || 9.00%
|-
| Wire length of the first global-routing pass || 242000 um
|-
| Hold crit path type || input pin to output pin
|-
| Placed Area || 0.0286 mm2
|-
| Crit-path slowest cell || and2_1
|-
| Chip area || 0.0666 mm2
|-
| Count of input and output buffers || 100
|-
| Met2 GRT Util || 70.8%
|-
| Synth warnings || 2
|-
| Number of antenna violations at the first check in global routing || 8
|-
| Count of placed standard cells in the final layout, fillers left out || 4966
|-
| Vias/cell || 7.25
|-
| Initial drt markers || 5534
|-
| Transition time of the tightest slew-check pin || 1.08 ns
|-
| Crit end category || output pin
|-
| Pin count of the biggest net entering global routing || 64
|-
| Core footprint || 0.0646 mm2
|-
| Setup repair after global routing missed its margin || false
|-
| Fill cell total of the finished layout || 6920
|-
| Power per unit of standard cell area || 43.7 mW/mm2
|-
| Setup tns final || 0 ns
|-
| Count of cells resized by post-cts repair || 0
|-
| Stage delay of the slowest cell on the critical path || 0.80 ns
|-
| Total standard cell area after synthesis || 0.0262 mm2
|-
| Count of clock buffers in the final design || 0
|-
| Number of distinct standard cells referenced by the synthesized netlist || 100
|-
| Final hold slack || 16.21 ns
|-
| Area share of the largest cell type after synthesis || 11.5%
|-
| Number of top-level pins || 100
|}
power groups by stage:
stage         Clock, W  Sequential (W)  Combinational, W
CTS                  0               0           0.00118
global route         0               0           0.00130
per-layer routing:
metal	wire (um)	part of all wire [%]
met1	65400	39
met5	43	0.026
met4	11200	6.7
met2	67300	40
met3	24100	14
critical path: cells and delay by family:
kind	cells	cell delay [ns]
AOI/OAI and AO/OA	16	5.00
and+or+nand+nor	6	2.64
adders and majority gates	3	1.32
xor gates and xnor gates	1	0.11
buffers and inverters	8	2.83
worst max path at each step:
stage | slack, ns | from | endpoint | depth (start not counted)
after global routing | 9.89 | A[25] | ALUout[30] | 30
final | 10.29 | A[25] | ALUout[12] | 34
after CTS | 10.81 | A[25] | ALUout[12] | 34
metrics by stage:
stage	total power, W	utilization (%)
after global routing	0.00130	44.3
after CTS	0.00118	44.3
after floorplan	0.000718	-
after detailed placement	0.00118	44.3
final	0.00125	44.3
after global placement	0.00118	44.3
Yosys cell counts (48+ instances only):
master,instances
a211oi_1,120
a21oi_1,432
a221oi_1,64
a31oi_1,70
buf_1,48
clkbuf_1,315
ha_1,241
inv_1,157
mux2i_1,145
nand2_1,394
nand3_1,105
nor2_1,422
nor3_1,112
o211ai_1,88
o21ai_0,362
o221ai_1,69
o22ai_1,56
xnor2_1,114
cell type report:
type	instances	area (um2)	area share, %
multi-input cells	3639	24400	85.3
diodes	1	2.50	0.00875
repair buffers	300	2480	8.66
well taps	855	1070	3.74
inverters	171	642	2.24
cells by family (layout without fill, tap and decap cells):
family / after synthesis / in the layout / share of synthesized area, %
AOI/OAI and AO/OA: 1721 / 1721 / 43.7
and+or+nand+nor: 1346 / 1346 / 23.8
buffers and inverters: 557 / 471 / 8.13
adders and majority gates: 249 / 249 / 12.1
muxes: 177 / 177 / 7.34
xor gates and xnor gates: 146 / 146 / 4.87
other: 0 / 1 / 0
Power is estimated from default activity; no workload was simulated.
